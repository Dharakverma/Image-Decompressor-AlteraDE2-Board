==> flow/config.mk <==
export PLATFORM = sky130hd
export DESIGN_NAME = PB_Controller
export DESIGN_NICKNAME = PB_Controller
export VERILOG_FILES = /design/flow/design.v
export SDC_FILE = /design/flow/constraint.sdc
export NUM_CORES = 4
export LEC_CHECK = 1
export CORE_UTILIZATION = 30
==> flow/constraint.sdc <==
current_design PB_Controller

set clk_period 2.5
set clk_io_pct 0.2

create_clock -name clk0 -period $clk_period [get_ports {Clock_50}]

set non_clock_inputs [all_inputs -no_clocks]
set_input_delay [expr $clk_period * $clk_io_pct] -clock clk0 $non_clock_inputs
set_output_delay [expr $clk_period * $clk_io_pct] -clock clk0 [all_outputs]
==> flow/design.v <==
`timescale 1ns/100ps
`default_nettype none
module PB_Controller (
	input logic Clock_50,
	input logic Resetn,
	input logic [3:0] PB_signal,
	output logic [3:0] PB_pushed
);
logic [15:0] clock_1kHz_div_count;
logic clock_1kHz, clock_1kHz_buf;
logic [9:0] debounce_shift_reg [3:0];
logic [3:0] push_button_status;
logic [3:0] push_button_status_buf;
always_ff @ (posedge Clock_50 or negedge Resetn) begin
	if (Resetn == 1'b0) begin
		clock_1kHz_div_count <= 16'h0000;
	end else begin
		if (clock_1kHz_div_count < 'd24999) begin
			clock_1kHz_div_count <= clock_1kHz_div_count + 16'd1;
		end else 
			clock_1kHz_div_count <= 16'h0000;		
	end
end
always_ff @ (posedge Clock_50 or negedge Resetn) begin
	if (Resetn == 1'b0) begin
		clock_1kHz <= 1'b1;
	end else begin
		if (clock_1kHz_div_count == 'd0) clock_1kHz <= ~clock_1kHz;
	end
end
always_ff @ (posedge Clock_50 or negedge Resetn) begin
	if (Resetn == 1'b0) begin
		clock_1kHz_buf <= 1'b1;	
	end else begin
		clock_1kHz_buf <= clock_1kHz;
	end
end
always_ff @ (posedge Clock_50 or negedge Resetn) begin
	if (Resetn == 1'b0) begin
		debounce_shift_reg[0] <= 8'd0;
		debounce_shift_reg[1] <= 8'd0;
		debounce_shift_reg[2] <= 8'd0;
		debounce_shift_reg[3] <= 8'd0;						
	end else begin
		if (clock_1kHz_buf == 1'b0 && clock_1kHz == 1'b1) begin
			debounce_shift_reg[0] <= {debounce_shift_reg[0][8:0], ~PB_signal[0]};
			debounce_shift_reg[1] <= {debounce_shift_reg[1][8:0], ~PB_signal[1]};
			debounce_shift_reg[2] <= {debounce_shift_reg[2][8:0], ~PB_signal[2]};
			debounce_shift_reg[3] <= {debounce_shift_reg[3][8:0], ~PB_signal[3]};									
		end
	end
end
always_ff @ (posedge Clock_50 or negedge Resetn) begin
	if (Resetn == 1'b0) begin
		push_button_status <= 4'h0;
		push_button_status_buf <= 4'h0;
	end else begin
		push_button_status[0] <= |debounce_shift_reg[0];
		push_button_status[1] <= |debounce_shift_reg[1];
		push_button_status[2] <= |debounce_shift_reg[2];
		push_button_status[3] <= |debounce_shift_reg[3];						
		push_button_status_buf <= push_button_status;
	end
end
assign PB_pushed = push_button_status & (~push_button_status_buf | 4'b0000); 
endmodule
==> flow/run.sh <==
#!/bin/bash
# OpenROAD 26Q1-2900-gdf79404cd8, Yosys 0.63+post, stock flow scripts
make -C /OpenROAD-flow-scripts/flow DESIGN_CONFIG=/design/flow/config.mk WORK_HOME=/design/flow/orfs finish
==> results.toml <==
# generated from flow reports
[run_status]
status = "finished, final reports clean"

[placed_design]
dp_hpwl_mm = 2.32
numPortBuffers = 9
pre_cts_ws_ns = 0.543
place_area_um2 = 2950
gp_congestion = 0.800
dp.cells = 319

[floorplan]
die_h_um = 97.2
pin_count = 10
rows = 34
core_area_um2 = 8760
initCoreUtil_pct = 31.0
die_w_um = 97.2
die_area_um2 = 9450

[routing]
first_pass_iters = 4
drcViolationCount = 0
drtAntennaViolNets = 0
vias = 1502
dr.first_iter.drc_count = 53
avgViaCountPerCell = 4.48
wl_mm = 3.65
wire_per_inst_um = 10.9
n_antenna_cell = 0

[yosys]
async_flop_share_pct = 100
yosysWarnings = 2
ys_area_um2 = 2720
edf_count = 0
ys_seq_share_pct = 60.8
synth_stat.cells = 205
ff_type = "dfrtp_1"
syn_area_per_cell_um2 = 13.3
synth_area_um2 = 2720
synthDistinctLibCells = 30
ys_ff = 66
syn_inst = 205

[global_routing]
grt_max_degree = 47
grt_usage_pct = 8.75
busiest_layer = "met1"
grt_pass1_vias = 1464
grtUsageMet1_pct = 13.5
met3_usage_pct = 2.86
gr-total-overflow = 0
grt_pass1_wl_mm = 6.75
met2_usage_pct = 12.5
antenna_found_initial = 0

[flow_run]
log.warning_count = 26
max_cap_viol_count = 0

[sta]
hold_viol = 0
finClkSkew_ns = 0.00556
post-route-period-util_pct = 77.8
finalMaxSlewViolations = 0
fmax_ghz = 0.514
period_needed_ns = 1.94
grt_setup_unrepaired = "no"
worst_slack_ns = 0.556
tns_ns = 0
finalSetupViolCount = 0

[pwr]
swShare_pct = 27.1
p_switching_uw = 903
totalPowerFinal_mw = 3.33
power_frac_comb_pct = 24.1
seq_power_share_pct = 50.1
p_clk_share_pct = 25.8
intPower_mw = 2.43
ir_worst_vdd_mv = 0.298
leakagePower_nw = 1.27
power_density_nw_per_um2 = 1060

[worst_setup_path]
crit_path_start_kind = "register"
rr_endpoint = "clock_1kHz_div_count[7]"
r2r_setup_slack_ns = 0.56
cp-startpoint = "clock_1kHz_div_count[0]"
endpoint_kind = "register"
critPathMaxFanout = 9
reg2reg_from = "clock_1kHz_div_count[0]"
reg2reg_depth = 6
crit_required_ns = 2.72
worstPathArrival_ns = 2.16
worstSetupPathType = "register to register"
endpoint = "clock_1kHz_div_count[7]"

[finish]
design_area_um2 = 3140
drive_gt1_share_pct = 31.7
fin_cells = 335
synthToLayoutAreaGrowth_pct = 15.6
largest_reg_flops = 40

[cts]
clk_pin_slew_ns = 0.07
cts_sinks = 66
cts-resized-gates = 0
htree_levels = 3
clk_path_buf_depth = 2
cts_tree = "built"
clk_latency_ns = 0.33
post-cts-setup-buffers = 0
numCtsBuffers = 9
cts_root_buf = "clkbuf_8"
cts_hold_buffers = 0

[hold_path]
hold_path.class = "primary input to asynchronous set/reset pin"
==> metal layers <==
metal  share of wire (%)  up-vias  wire length [um]
met5                   0        -                 0
met4                 1.6        0                59
met3                 4.3        6               158
met2                  43       19              1570
met1                  51      736              1860
li1                    -      741                 -
==> how the worst min path moves through the flow <==
stage / endpoint / slack [ns]
4_1_cts: debounce_shift_reg[2][7] / 0.12
5_1_grt: debounce_shift_reg[2][6] / 0.14
6_report: debounce_shift_reg[2][6] / 0.13
==> cells in the final DEF (no fill, tap or decap), types with 2 or more instances in the layout <==
master           count
inv_1                6
clkdlybuf4s50_1      8
nor2b_1              4
buf_12               2
dfrtp_1             64
nor2_4               8
clkbuf_8            10
nand4_1              2
buf_4                2
nor3_1               4
dfstp_2              2
ha_1                 2
nand3_1              9
mux2_2              36
clkinv_2             3
nand2_1              9
xor2_1               2
xnor2_1             11
nor2_2               2
nor4_1              11
nor2_1              13
o21ai_0              4
==> cell usage after synthesis, drive strengths merged (2+ instances only) <==
library cell	count	area [um2]
nand4	3	25.0
inv	6	22.5
mux2	36	405
nor3	5	30.0
nand3	9	45.0
o21ai	4	20.0
nor2	23	151
ha	2	25.0
clkbuf	2	7.51
dfrtp	64	1600
xor2	2	17.5
buf	5	41.3
dfstp	2	52.6
xnor2	11	96.3
nand2	9	33.8
nor2b	4	25.0
nor4	12	81.3
==> power groups by stage <==
stage	clock network, mW	registers (mW)	logic [mW]
final	0.859	1.67	0.805
after global routing	0.954	1.73	0.896
after CTS	0.902	1.67	0.819
==> final cells by class <==
cell class                      instances  area (um2)
Fill cell                             844        5620
Sequential cell                        66        1650
Multi-Input combinational cell        126         997
Clock buffer                           11         141
Timing Repair Buffer                   13         140
Tap cell                              108         135
Clock inverter                          5        53.8
Inverter                                6        22.5
==> cells by family after synthesis <==
kind of cell,synth area share (%)
flip-flops,60.8
AND-OR/OR-AND,1.24
AND/OR/NAND/NOR,15.2
other,0.138
adder cells (fa/ha/maj),0.920
multiplexers,14.9
XOR/XNOR,4.19
buffers and inverters,2.62
==> stage by stage <==
stage	util, %	hold WS, ns
5_1_grt	35.9	0.135
3_5_place_dp	33.7	0.353
3_3_place_gp	33.7	0.350
6_report	35.9	0.127
2_1_floorplan	-	0.204
4_1_cts	35.9	0.122
==> worst max-delay path, cell delays in order (launching register included) <==
cell and delay (ns):
dfrtp_1 0.40, ha_1 0.22, nand2_1 0.14, a2111oi_0 0.36, or3_1 0.41, buf_4 0.26
nor2_4 0.05
Power is estimated from default activity; no workload was simulated.
